## /design/flow/design.v

```verilog
`timescale 1ns / 1ps
module bird(clk, rst, enable, jump,down, state, fall_accel, y_coord
    );
	 input clk;
	 input enable;
	 input jump;
	 input down;
	 input [1:0] fall_accel;
	 input rst;
	 input [1:0] state;
	 output reg signed[10:0] y_coord;
	 initial y_coord = 'd300;
	 reg signed [10:0] vel; 
	 initial vel = 'd0;
	 reg jump_d;
	 initial jump_d = 0;
	 reg [8:0] clock_div;
	 initial clock_div = 0;
	 always @ (posedge clk)
		clock_div <= clock_div+1;
	 always @ (posedge clock_div[4])
	 begin
	 if(enable && state == 2)
		begin
			if(jump && vel < 3)
			begin
				vel <= vel + 'd05;  
			end
			else if (vel > -4)
				vel <= vel - 1; 
		    if (down && vel > -1)
		      begin
		          vel <= vel - 'd05;
		      end
		end
	 else if (!state[1])
		vel <= 0;
	 end
	 always @ (posedge clock_div[4])
	 begin
	 if(enable && state == 2)
		begin
			if(y_coord <= 0)
				y_coord <= 0;
			else if(y_coord + vel <= 0)
				y_coord <= 0;
			else if((y_coord + vel) > 0 && (y_coord + vel) < 485)
				y_coord <= y_coord + vel;
		end
	 else if (state == 0)
		y_coord <= 0;
	 else if (state == 1)
		y_coord <= 300;
	 end
endmodule
```

## /design/flow/run.sh

```bash
#!/bin/bash
# OpenROAD 26Q1-2900-gdf79404cd8, Yosys 0.63+post, stock flow scripts
make -C /OpenROAD-flow-scripts/flow DESIGN_CONFIG=/design/flow/config.mk WORK_HOME=/design/flow/orfs finish
```

## /design/flow/config.mk

```make
export PLATFORM = sky130hd
export DESIGN_NAME = bird
export DESIGN_NICKNAME = bird
export VERILOG_FILES = /design/flow/design.v
export SDC_FILE = /design/flow/constraint.sdc
export NUM_CORES = 4
export LEC_CHECK = 1
export CORE_UTILIZATION = 40
```

## /design/flow/constraint.sdc

```tcl
current_design bird

set clk_period 1.3
set clk_io_pct 0.2

create_clock -name clk0 -period $clk_period [get_ports {clk}]

set non_clock_inputs [all_inputs -no_clocks]
set_input_delay [expr $clk_period * $clk_io_pct] -clock clk0 $non_clock_inputs
set_output_delay [expr $clk_period * $clk_io_pct] -clock clk0 [all_outputs]
```

==> Changelog: implementation <==
### Physical design

* Status: complete, no violations
* Chip area at roughly 5500 sq um
* Worst path max stage delay at about 0.34 ns
* Setup crit start kind: register
* DRC at 0
* Slowest CP cell: dfxtp_1
* RSZ-0062 raised after global routing: no
* Antenna viol nets, final at 0
* First-pass GRT wire length at between 7000 and 8000 um
* Crit path kind: register to register
* Drt via density at 5.493
* Setup bufs post-CTS at 0
* Yosys chip area at 2086 sq um
* Avg WL per Cell at about 15 um
* Top FF cell, synth: edfxtp_1
* IO buf count at 16
* CTS tree: yes
* Combinational Power Share at 0.171
* Log Warnings at 30
* Post-Synthesis Cells at 218
* Worst-path clk slew at ~0.04 ns
* Fmax at 1133 MHz
* Drt pass-1 iters at 4
* Fraction of the yosys area taken by sequential cells at 0.3647
* FILL cells at roughly 500
* TritonCTS buffer count at 3
* Syn Area/Cell at between 9 and 10 sq um
* Root Driver: clkbuf_8
* RePlAce Congestion at between 0.9 and 1
* CTS Hold Bufs at 0
* Switching part of the total at 0.2329
* Clk pwr share at 0.514
* Worst path required time at between 1 and 1.5 ns
* Die y size at 74.21 um
* Final slew viol count at 0
* Clock period minus worst slack at between 0.8 and 0.9 ns
* Internal power at about 420 uW
* Total net switching power at between 100 and 150 uW
* Max VDD drop at 0.0007926 V
* Pwr/cell area at approximately 230 nW/um^2
* H-tree depth at 1
* Routed wire length at 4385 um
* EDFF count, synth at 22
* Flop pwr share at 0.315
* Setup TNS at 0 ns
* CP arrival at just under 1 ns
* Max Cap Viol at 0
* GRT Total Usage at 0.1814
* Cell Type Count at roughly 54
* Hold Crit Class: register to register
* Yosys Instances at 218
* Insertion Delay late pin at roughly 0.22 ns
* GRT overflow at 0
* Clock tree buffer depth at 2
* Chip width at 74.21 um
* CP max FO at 3
* # diodes at 0
* Core area at 4880 sq um
* Worst path cell trace: ha_1, nand3_1, xnor2_1
* Layout cells sized above 1 at 0.07296
* CP delay by family, top: flip-flops
* Detailed-route via count at between 1500 and 2000
* CP endpoint kind: register
* Fp_density at 0.4274
* Leak at approximately 0.00086 uW
* Post-DP HPWL at between 3000 and 4000 um
* Rows at 25
* Fin Hold WS at slightly below 0.4 ns
* Antenna violations before repair at 0
* Iteration-0 DRC count of the detailed router at about 120
* Flops after synth at 27
* Final Hold Viols at 0
* Cell Area, Synth at approximately 2100 sq um
* Ys async rst share at 0
* Worst slew pin tran at around 0.67 ns
* Number of unconstrained endpoints at around 55
* Worst Skew at 0.004268 ns
* Cts repair resizes at 0
* CP bufs+invs at 0
* # IOs at 20
* Register pins left without a clock at 22
* Vias in the first global route at between 1500 and 2000
* Ratio of final minimum period to clock period at 0.6792
* Final setup viols at 0
* Synth warnings at 1
* Top Layout Cells: nor2_1 (27), edfxtp_1 (22), clkdlybuf4s50_1 (16)
* Slew HR at 0.5510
* Layout Area Growth over Synthesis at 12.90%
* Commonest Layout Cell: nor2_1
* Pin count of the biggest net entering global routing at 23
[power groups by stage]
stage	Combinational [uW]	Clock, uW	Sequential [uW]
CTS	93.4	288	172
global route	103	306	172
finish	93.1	281	172
[per-stage QoR]
stage / setup slack [ns] / instances / utilization / instance area (sq um) / total power (uW)
2_1_floorplan: 0.4575 / 218 / - / 2086 / 225.7
3_3_place_gp: 0.4478 / 296 / 0.4733 / 2310 / 266.3
3_5_place_dp: 0.4292 / 296 / 0.4733 / 2310 / 266.9
4_1_cts: 0.4177 / 300 / 0.4826 / 2355 / 553.1
5_1_grt: 0.3424 / 300 / 0.4826 / 2355 / 580.9
6_report: 0.4170 / 300 / 0.4826 / 2355 / 545.5
[path summary, 6_finish.rpt]
path,to,depth (start not counted),startpoint,slack (ns)
setup reg to reg,clock_div[4],3,clock_div[0],0.42
hold reg to reg,clock_div[0],1,clock_div[0],0.39
hold / removal,clock_div[0],1,clock_div[0],0.39
setup / recovery,clock_div[4],3,clock_div[0],0.42
[routing by layer]
layer  part of all wire  GRT usage  vias up
met2               0.42     0.2606       36
met3              0.044    0.03434        4
met5                  0          0        -
met4              0.010    0.02306        0
li1                   -          -      845
met1               0.52     0.3050      763
[state kept, by name (all words and copies together), names as in the netlist]
register   cells
vel           11
y_coord       11
clock_div      5
[final cells by class]
type                    count  area [sq um]  area share
flip-flops and latches     27         760.7      0.3231
clock buffers               4         45.04     0.01913
repair buffers             19         182.7     0.07758
well taps                  67         83.83     0.03560
multi-input cells         173          1245      0.5287
inverters                  10         37.54     0.01594
[worst reg2reg max path, delay by kind of cell, from the launching register on]
kind                       cells  cell delay, ns
and+or+nand+nor                1            0.10
xor gates and xnor gates       1            0.13
DFF                            1            0.34
adders and majority gates      1            0.19
[cells in the mapped netlist (5+ instances only)]
master,number,area share
nand3_1,5,0.012
xor2_1,9,0.038
xnor2_1,11,0.046
edfxtp_1,22,0.32
o21ai_1,6,0.014
nand4_1,5,0.015
a31oi_1,5,0.015
ha_1,15,0.090
dfxtp_1,5,0.048
o21ai_0,5,0.012
inv_1,9,0.016
nand2_1,8,0.014
a21o_1,5,0.018
nor2_1,27,0.049
a21oi_1,14,0.034
[logic make-up after synthesis]
| kind of cell | after synthesis | synth area share |
|---|---|---|
| multiplexers | 5 | 0.02579 |
| adder cells (fa/ha/maj) | 16 | 0.09958 |
| XOR/XNOR | 20 | 0.08398 |
| buffers and inverters | 18 | 0.03838 |
| AND-OR/OR-AND | 54 | 0.1746 |
| flip-flops | 27 | 0.3647 |
| AND/OR/NAND/NOR | 78 | 0.2130 |
No activity file was given, so power comes from the tool's default toggle rates.
